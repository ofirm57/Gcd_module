--- design/flow/config.mk ---
export PLATFORM = sky130hd
export DESIGN_NAME = gcd
export DESIGN_NICKNAME = gcd
export VERILOG_FILES = /design/flow/design.v
export SDC_FILE = /design/flow/constraint.sdc
export NUM_CORES = 4
export LEC_CHECK = 1
export CORE_UTILIZATION = 40
--- design/flow/constraint.sdc ---
current_design gcd

set clk_period 4.4
set clk_io_pct 0.2

create_clock -name clk0 -period $clk_period [get_ports {clk}]

set non_clock_inputs [all_inputs -no_clocks]
set_input_delay [expr $clk_period * $clk_io_pct] -clock clk0 $non_clock_inputs
set_output_delay [expr $clk_period * $clk_io_pct] -clock clk0 [all_outputs]
--- design/flow/design.v ---
module gcd(
    input logic clk ,
    input logic resetb ,
    input logic [7:0] u,  
    input logic [7:0] v,  
    input logic ld , 
    output logic [7:0] res,
    output logic done
);
logic [7:0] tmp_v,tmp_u;
logic [2:0] counter;
typedef enum logic [1:0] {
    IDLE = 2'b00,
    LODE = 2'b01,
    CALC = 2'b10,
    DONE = 2'b11
}my_state;
my_state cs,ns;
always_ff @(posedge clk or negedge resetb)
 if(~resetb)
    cs <= IDLE;
 else
    cs <= ns;
always_comb 
case(cs)
    IDLE: ns = ld ? LODE : IDLE;
    LODE: ns = CALC;
    CALC: ns = (tmp_u == tmp_v) ? DONE :CALC;
    DONE: ns = IDLE;
    default ns = IDLE;
endcase
always_ff @(posedge clk or negedge resetb)
 if(~resetb)
  begin
    tmp_res <= 8'b0;
    tmp_v <= 8'b0;
    tmp_u <= 8'b0;
    counter <= 3'b0;
    done <= 1'b0;
 end
    else
    begin
        case(cs)
            LODE : 
                begin   
                tmp_v <= v;
                tmp_u <= u;
                counter <=3'b0;
                done <= 1'b0;
                end
            CALC:
                begin
                if (tmp_v != tmp_u)
                begin
                    if(tmp_v[0] == 1'b0 && tmp_u[0] == 1'b0) 
                        begin
                        tmp_v <= tmp_v >> 1'b1;
                        tmp_u <= tmp_u >> 1'b1;
                        counter <= counter +  3'b001;
                        end
                    else if(tmp_v[0] == 1'b0 || tmp_u[0] == 1'b0) 
                        begin
                        if(tmp_v[0] == 1'b0 )
                            tmp_v <= tmp_v >> 1'b1;
                        else
                            tmp_u <= tmp_u >> 1'b1;
                        end
                    else if(tmp_v[0] == 1'b1 && tmp_u[0] == 1'b1)  
                        begin
                        if (tmp_u > tmp_v)
                            tmp_u <= tmp_u - tmp_v;
                            else
                            tmp_v <= tmp_v - tmp_u;
                        end
                end
                end
            DONE :
                begin
                res <= tmp_u << counter;
                done <= 1'b1;
                end
        endcase
    end
endmodule 
--- design/flow/run.sh ---
#!/bin/bash
# OpenROAD 26Q1-2900-gdf79404cd8, Yosys 0.63+post, stock flow scripts
make -C /OpenROAD-flow-scripts/flow DESIGN_CONFIG=/design/flow/config.mk WORK_HOME=/design/flow/orfs finish
==> impl_metrics.toml <==
# yosys + openroad results
[outcome]
status = "finished, final reports clean"

[clocking]
cts_resized = 0
clockBufferDepth = 2
numCtsBuffers = 5
insertion_delay_ns = 0.29
cts_tree = "yes"
cts.hold.buffers_added = 0
htree_levels = 2
cts.clk_slew.worst_paths_ns = 0.07
post-cts-setup-buffers = 0
clkSinkCount = 32
clockRootBuffer = "clkbuf_8"

[power]
peakVddDrop_uv = 107
power.density_nw_per_um2 = 208
p_leak_nw = 1.17
power.total_w = 0.000611

[final_timing]
holdWs_ns = 0.494
max_freq_ghz = 0.350
skew_ns = 0.00470
setup_viol = 0
min_period_ns = 2.85
rsz0062_at_grt = "false"
max_slew.worst_pin.slew_ns = 0.733
fin_tns_setup_ns = 0
period_used_pct = 64.9
slew_headroom_pct = 51.1
slew_violations = 0
hold_viol = 0

[worst_setup_path]
reg2regPathDepth = 9
ff2ff_setup_slack_ns = 1.55
path_class = "flip-flop to flip-flop"
worstPathRequired_ns = 4.61
r2r-end = "tmp_u[5]"
setup.worst_path.end_class = "flip-flop"
crit_end = "tmp_u[5]"
r2r_start = "tmp_u[0]"
worstPathMaxFanout = 15
crit_path_start = "tmp_u[0]"
critPathLaunchType = "flip-flop"
crit_arrival_ns = 3.06

[placed_design]
io_buffers = 27
dp_hpwl_um = 4180
dp.cells = 368
gp_congestion = 0.891

[global_routing]
grt_overflow = 0
grt_pass1_wl_um = 9920
grt_usage_pct = 20.2
antenna_found_initial = 0
grt_start_max_net_pins = 36
grt_pass1_vias = 1963

[routing]
wl_um = 5850
met2_length_um = 2560
antenna_cells = 0
wire_per_inst_um = 15.6
top_layer = "met4"
drc = 0
dr.pass1.iters = 4
vias_per_cell = 5.44
drtIter0Drc = 162
vias = 2047
ant_nets = 0
wl_met3_um = 291
wl_met1_um = 2940

[cells_and_area]
layout-drive-gt1-share_pct = 9.30
area_delta_synth_final_pct = 15.3
instances_no_fill = 376
fin_util_pct = 48.7

[floorplanning]
die_y_um = 81.7
core_area_um2 = 6030
core_util_floorplan_pct = 42.2
fp.dieArea_um2 = 6680
ios = 28
die_w_um = 81.7
num_rows = 28

[synthesis]
ys_warn_count = 3
synthArstFlopShare_pct = 75.0
syn_area_um2 = 2540
synth_area_per_cell_um2 = 9.05
synth-cells-yosys = 281
synth-edff-count = 8
yosys_area_um2 = 2540
ys.flop_type = "dfrtp_1"
ys_seq_share_pct = 33.1
synth_cells = 281
synth.distinct_cells = 61
numSynthFlops = 32

[job]
tool_warnings = 34
cap_violations = 0

[worst_hold_path]
hold_path.class = "flip-flop to flip-flop"
[cell usage in the layout, fill, tap and decap left out, types with 3 or more instances in the layout]
master	instances
a21o_1	5
a21oi_1	7
and2_1	4
buf_4	3
clkbuf_8	5
clkdlybuf4s50_1	27
dfrtp_1	23
edfxtp_1	8
ha_1	18
inv_1	19
mux2i_1	7
nand2_1	29
nand2b_1	9
nand3_1	3
nor2_1	14
nor2b_1	6
o211ai_1	11
o21a_1	3
o21ai_0	30
o221ai_1	3
o22ai_1	7
xnor2_1	7
[registers in the layout (all words and copies together) (netlist names)]
name     cells
done         1
tmp_v        8
cs           4
res          8
tmp_u        8
counter      3
[per-stage QoR]
| step | cell area, µm² | worst slack [ns] |
|---|---|---|
| after floorplan | 2540 | 2.09 |
| after global placement | 2830 | 1.68 |
| after detailed placement | 2830 | 1.57 |
| after CTS | 2930 | 1.55 |
| after global routing | 2930 | 1.35 |
| final | 2930 | 1.55 |
[how the worst min path moves through the flow]
| stage | startpoint | endpoint | slack (ns) | cells past startpoint |
|---|---|---|---|---|
| 6_report | done | done | 0.49 | 1 |
| 4_1_cts | done | done | 0.50 | 1 |
| 5_1_grt | done | done | 0.52 | 1 |
[layout make-up]
type                            count  area (µm²)
Fill cell                         578        3090
Clock inverter                      2        35.0
Sequential cell                    32         842
Multi-Input combinational cell    212        1530
Inverter                           19        71.3
Tap cell                           75        93.8
Clock buffer                        6        72.6
Timing Repair Buffer               30         293
[worst max-delay path: stages (launching register included)]
cell	delay [ns]
dfrtp_1	0.47
inv_1	0.13
ha_1	0.23
fa_1	0.38
nand2b_1	0.22
a211oi_4	0.29
nor3_2	0.09
o31ai_4	0.60
o21ai_0	0.19
o22ai_1	0.15
[synthesized netlist by cell type (all sizes together), types with 3 or more instances]
library cell   n  area share (%)
a211oi         4             1.9
a21o           6             1.8
a21oi          8             1.7
and2           4            0.98
buf            9             2.8
clkbuf         9             1.3
dfrtp         23              23
edfxtp         8             9.4
ha            18             8.9
inv           19             2.8
mux2i          7             2.8
nand2         29             4.3
nand2b         9             2.2
nand3          3            0.59
nor2          15             2.3
nor2b          6             1.5
nor3           3            0.79
o211ai        13             4.2
o21a           3            0.89
o21ai         33             6.8
o221ai         4             1.6
o22ai          7             1.7
xnor2          7             2.4
[cell families after synthesis]
family          count (synthesis)  share of synthesized area [%]
buf+inv                        37                           6.89
xor+xnor                        9                           3.10
flops                          32                           33.1
mux                             8                           3.20
simple gates                   78                           15.8
compound gates                 97                           27.4
fa+ha+maj                      20                           10.4
[per-layer routing]
layer / track usage, % / up-vias
met1: 33.0 / 935
met2: 30.1 / 56
met5: 0 / -
met3: 2.59 / 5
li1: - / 1051
met4: 2.28 / 0
[report_power, final]
group / leakage (nW) / internal, W / switching (W)
Clock: 0.0552 / 0.000168 / 0.000115
Combinational: 0.802 / 0.0000155 / 0.00000874
Sequential: 0.314 / 0.000303 / 0
Total: 1.17 / 0.000487 / 0.000124
Power is estimated from default activity; no workload was simulated.
